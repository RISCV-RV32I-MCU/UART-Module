[design/flow/config.mk]
export PLATFORM = sky130hd
export DESIGN_NAME = uart_peripheral
export DESIGN_NICKNAME = uart_peripheral
export VERILOG_FILES = /design/flow/design.v
export SDC_FILE = /design/flow/constraint.sdc
export NUM_CORES = 4
export LEC_CHECK = 1
export CORE_UTILIZATION = 50
[design/flow/constraint.sdc]
current_design uart_peripheral

set clk_period 66.5
set clk_io_pct 0.2

create_clock -name clk0 -period $clk_period [get_ports {clk}]

set non_clock_inputs [all_inputs -no_clocks]
set_input_delay [expr $clk_period * $clk_io_pct] -clock clk0 $non_clock_inputs
set_output_delay [expr $clk_period * $clk_io_pct] -clock clk0 [all_outputs]
[design/flow/design.v]
module TxD (	
	input logic clk,
	input logic [7:0] data,
	input logic transmit,
	input logic [13:0] baudrate_reg,
	input logic reset,
	output logic TxD,
	output logic transmission_done  
);
logic [1:0] state;            
logic [9:0] shiftright_register;  
logic [13:0] baudrate_counter;    
logic [3:0] bit_counter;          
always @(posedge clk) begin
if (reset) 
	begin
	state <= 0;
	baudrate_counter <= 0;
	bit_counter <= 0;
	shiftright_register <= 10'b0;
	TxD <= 1;            
	transmission_done <= 0;  
	end 
else 
	begin
	baudrate_counter <= (baudrate_counter == baudrate_reg) ? 0 : baudrate_counter + 1;
	case (state)
		0: 
			begin  
			if (transmit) 
				begin
				state <= 1;
				shiftright_register <= {1'b1, data, 1'b0};
				bit_counter <= 0;
				baudrate_counter <= 0;  
				TxD <= 0;           
				end 
			else 
				begin
				TxD <= 1;           
				end
			end
		1: 
			begin  
			if (baudrate_counter == baudrate_reg) 
				begin
				shiftright_register <= shiftright_register >> 1;
				bit_counter <= bit_counter + 1;
				TxD <= shiftright_register[1];  
				if (bit_counter == 8) 
					begin
					transmission_done <= 1;  
					end
				if (bit_counter == 9) 
					begin
					state <= 0;     
					end
				end
			end
		default: state <= 0;
	endcase
	end
end
endmodule
`timescale 1ns / 1ps
module fifo
#(parameter ADDR_WIDTH = 4, DATA_WIDTH = 8)
(
    input logic clk, reset,
    input logic [DATA_WIDTH - 1: 0] w_data, 
    output logic [DATA_WIDTH - 1: 0] r_data, 
    input logic wr, rd,
    output logic full, empty
);
logic [ADDR_WIDTH - 1: 0] w_addr, r_addr;  
logic wr_en, full_tmp;
   assign wr_en = wr & ~full_tmp;
   assign full = full_tmp;
reg_file #(.ADDR_WIDTH(ADDR_WIDTH), .DATA_WIDTH(DATA_WIDTH)) RegFile
(
    .*  
);
fifo_ctrl #(.ADDR_WIDTH(ADDR_WIDTH)) CtrlUnit
(
    .*, .full(full_tmp)
);
endmodule
`timescale 1ns / 1ps
module fifo_ctrl
#(parameter ADDR_WIDTH = 4)
(
    input logic clk, reset,
    input logic wr, rd,  
    output logic empty, full,  
    output logic [ADDR_WIDTH - 1: 0] w_addr, 
    output logic [ADDR_WIDTH - 1: 0] r_addr 
);
logic [ADDR_WIDTH-1:0] w_ptr_logic, w_ptr_next, w_ptr_succ; 
logic [ADDR_WIDTH-1:0] r_ptr_logic, r_ptr_next, r_ptr_succ; 
logic full_logic, empty_logic, full_next, empty_next;
always_ff @( posedge clk, posedge reset ) 
begin
    if (reset)
        begin
            w_ptr_logic <= 0;
            r_ptr_logic <= 0;
            full_logic <= 1'b0;
            empty_logic <= 1'b1;  
        end   
    else
        begin
            w_ptr_logic <= w_ptr_next;
            r_ptr_logic <= r_ptr_next;
            full_logic <= full_next;
            empty_logic <= empty_next;
        end
end
always_comb 
begin
      w_ptr_succ = w_ptr_logic + 1;
      r_ptr_succ = r_ptr_logic + 1;
      w_ptr_next = w_ptr_logic;
      r_ptr_next = r_ptr_logic;
      full_next = full_logic;
      empty_next = empty_logic;
    unique case ({wr, rd}) 
        2'b01:  
            begin
                if (~empty_logic)
                begin
                    r_ptr_next = r_ptr_succ;
                    full_next = 1'b0;  
                    if (r_ptr_succ == w_ptr_logic) 
                        empty_next = 1'b1; 
                end
            end
        2'b10:  
            begin
                if (~full_logic) 
                begin
                    w_ptr_next = w_ptr_succ;
                    empty_next = 1'b0;  
                     if (w_ptr_succ == r_ptr_logic) 
                        full_next = 1'b1; 
                end
            end
        2'b11:  
            begin
               w_ptr_next = w_ptr_succ;
               r_ptr_next = r_ptr_succ;
            end
        default: ; 
    endcase
end
   assign w_addr = w_ptr_logic;
   assign r_addr = r_ptr_logic;
   assign full = full_logic;
   assign empty = empty_logic;
endmodule
`timescale 1ns/1ps
module receiver_RxD 
(
	input logic clk,  
	input logic reset,  
	input logic RxD,  
	input logic [13:0] baudrate_reg,
	output logic rx_done,
	output logic [7:0] RxData  
);
parameter clk_freq = 50_000_000;  
parameter div_sample = 4;
parameter div_bit = 10; 
logic shift;  
logic state, next_state;  
logic [3:0] bit_counter;  
logic [1:0] sample_counter;  
logic [13:0]  baudrate_counter;  
logic [9:0] rxshift_reg;  
logic clear_bitcounter,inc_bitcounter, inc_samplecounter, clear_samplecounter;  
logic [31:0] div_counter;
logic [1:0]  mid_sample;
always_comb begin
	div_counter = clk_freq / (baudrate_reg << 2);
	mid_sample  = div_sample >> 1;
end
assign RxData = rxshift_reg[8:1];  
always @(posedge clk) 
begin
	if(reset) 
		begin
		state <=0;  
		bit_counter <= 0;
		baudrate_counter <= 0;
		sample_counter <= 0;
		end
	else 
		begin
		baudrate_counter <= baudrate_counter + 1;
		if(baudrate_counter >= div_counter - 1) 
			begin
			baudrate_counter <= 0;
			state <= next_state;
			if(shift) rxshift_reg <= {RxD, rxshift_reg[9:1]};  
			if(clear_samplecounter) sample_counter <= 0;
			if(inc_samplecounter) sample_counter <= sample_counter + 1;
			if(clear_bitcounter) bit_counter <= 0;
			if(inc_bitcounter) bit_counter <= bit_counter + 1;
			end
		end
end
always @ (posedge clk)
begin
	shift <= 0;
	clear_samplecounter <= 0;
	inc_samplecounter <= 0;
	clear_bitcounter <= 0;
	inc_bitcounter <= 0;
	next_state <= 0;  
	rx_done <= 0;
case(state)
0: 
begin
	if (RxD) 
		begin  
		next_state <= 0;  
		end
	else 
		begin
		next_state <= 1;
		clear_bitcounter <= 1;
		clear_samplecounter <= 1;
		end
end
1: 
begin
	next_state <= 1;
	if(sample_counter == mid_sample - 1) shift <= 1;
	if(sample_counter == div_sample - 1) 
		begin
		if(bit_counter == div_bit - 1) 
			begin
			next_state <= 0;
			rx_done <= 1'b1;
			end
		inc_bitcounter <= 1;
		clear_samplecounter <= 1;
		end
	else inc_samplecounter <= 1;
end
default: next_state <= 0;
endcase
end
endmodule 
`timescale 1ns / 1ps
module reg_file
  #(parameter ADDR_WIDTH = 2, DATA_WIDTH = 8)
    (
        input logic clk,
        input logic wr_en, 
        input logic [ADDR_WIDTH - 1: 0] r_addr,  
        input logic [ADDR_WIDTH - 1: 0] w_addr,  
        input logic [DATA_WIDTH - 1: 0] w_data,
        output logic [DATA_WIDTH - 1: 0] r_data
    );
    logic [DATA_WIDTH - 1: 0] memory [0: 2 ** ADDR_WIDTH - 1];
    always_ff @(posedge clk)
    begin
        if (wr_en)
            memory[w_addr] <= w_data;
    end
    assign r_data = memory[r_addr];
endmodule
module uart_peripheral
(
    input logic clk, reset,
    input logic [13 : 0] dvsr_baudrate, 
    input logic rx,
    input logic rd_uart,
    output logic rx_empty,
    output logic [7: 0] r_data,
    input logic [7: 0] w_data,
    input logic wr_uart,
    output logic tx_full,
    output logic tx
);
    logic rx_done_tick, tx_done_tick;
    logic tx_empty, tx_fifo_not_empty;
    logic [7: 0] tx_fifo_out, rx_data_out;
    receiver_RxD Receiver
    (
        .clk(clk),
        .reset(reset),
        .RxD(rx),  
        .RxData(rx_data_out),    
        .baudrate_reg(dvsr_baudrate),     
        .rx_done(rx_done_tick)   
    );
    fifo #(.DATA_WIDTH(8), .ADDR_WIDTH(8)) RX_FIFO
    (
        .clk(clk),
        .reset(reset),
        .w_data(rx_data_out),
        .r_data(r_data),
        .wr(rx_done_tick),
        .rd(rd_uart),
        .full(), 
        .empty(rx_empty)
    );
    TxD Transmitter
    (
        .clk(clk),
        .reset(reset),
        .transmit(tx_fifo_not_empty),     
        .TxD(tx),      
        .data(tx_fifo_out),         
        .baudrate_reg(dvsr_baudrate),
        .transmission_done(tx_done_tick)     
    );
    fifo #(.DATA_WIDTH(8), .ADDR_WIDTH(8)) TX_FIFO
    (
        .clk(clk),
        .reset(reset),
        .w_data(w_data),
        .r_data(tx_fifo_out),
        .wr(wr_uart),
        .rd(tx_done_tick),
        .full(tx_full),
        .empty(tx_empty)
    );
    assign tx_fifo_not_empty = ~tx_empty;
endmodule
[design/flow/run.sh]
#!/bin/bash
# OpenROAD 26Q1-2900-gdf79404cd8, Yosys 0.63+post, stock flow scripts
make -C /OpenROAD-flow-scripts/flow DESIGN_CONFIG=/design/flow/config.mk WORK_HOME=/design/flow/orfs finish
==> notes.md <==
On the backend side, the flow ran end to end.

The flow ran to the end, but the final reports show violations. The checks that failed: setup timing. The total CTS buffers stands at roughly 420. The critical path's slowest stage uses the library cell sky130_fd_sc_hd__or4_4. The clock latency of the later-clocked register in the worst-skew pair stands at 0.97 ns. The OpenROAD warning count stands at 69.

The transition time at the pin with the least slew margin stands at ~1.0 ns. Max-slew check failures listed in the final report amount to 0. TritonCTS built the clock tree. The setup check on the worst reg-to-reg path leaves a slack of a little over 60 ns.

The largest registers in the layout are RX_FIFO.RegFile.memory (2048), TX_FIFO.RegFile.memory (2048). According to the floorplan report, the die width is 609.9 µm. The first global-routing pass estimated 709100 µm of wire. The area taken by multi-input logic gates stands at ~60000 µm².

The number of H-tree levels stands at 5. The most frequently used library cell after synthesis is sky130_fd_sc_hd__edfxtp_1. Max fanout on the critical path was recorded as 7.

According to the timing report, the data required time at the worst endpoint equals around 67 ns. The yosys synthesis warning count stands at 4. The routed design could run at a clock period as short as between 70 and 80 ns. The number of routed nets with antenna violations stands at 0. The instance count of the mapped netlist stands at between 10k and 15k.

The critical path in the final layout is reported with a setup slack of -7.305 ns. The critical path is of the input port to flip-flop type. Per the hold report, the tightest min-delay path originates at Receiver.rxshift_reg[9]. OpenROAD reports that the post-layout worst path occupies 111.0% of the period. Once placement completed, the tool counted placed cells totaling ~16k. Buffers placed on the I/O ports in this run total 37. Walking the critical path from launch to capture passes slightly below 400 cell instances. The final total negative setup slack stands at -215.31 ns. The number of fill cells stands at between 20k and 30k. The headroom to the max-slew limit stands at a little over 30%.

The synthesized design spends more area on one cell type than any other, namely sky130_fd_sc_hd__edfxtp_1. The via count of the first global-routing pass stands at between 100k and 150k. The initial antenna violation count stands at 13.

In the Yosys report, the sequential cells make up slightly below 70% of the chip area. The die height stands at 609.9 µm. Setup repair after global routing could not meet its margin everywhere. Looking at the clock tree report, the root buffer type is sky130_fd_sc_hd__clkbuf_16. The launch point of the worst register-to-register path is recorded as TX_FIFO.CtrlUnit.r_ptr_logic[0]. In this run the worst setup path terminates at Receiver.bit_counter[2]. Looking at the reg2reg group, the worst path ends at Transmitter.shiftright_register[5]. The main area contributors are sky130_fd_sc_hd__edfxtp_1 67%, sky130_fd_sc_hd__mux4_2 17%, sky130_fd_sc_hd__ha_1 2.2%. Entering global routing, the biggest net connects between 100 and 150 pins. The worst setup path is launched from an input port.

The number of placement rows stands at 222. The sequential standard cell area stands at 125400 µm². The cell area after synthesis stands at approximately 180000 µm².

The unique cell type count in the Yosys netlist stands at 119. The ratio of routed vias to standard cells stands at approximately 6. Ranked by instance count, the synthesized netlist is headed by 4105 x sky130_fd_sc_hd__edfxtp_1, 1360 x sky130_fd_sc_hd__mux4_2, 890 x sky130_fd_sc_hd__nor2_1. The final setup skew stands at roughly 0.085 ns. The placer's final routability congestion estimate stands at around 0.9.

The starting density of the core stands at around half. For reference, the final report shows the hold violation count at 0. The number of flops mapped to enable cells by yosys stands at between 4k and 5k. Along the critical path, the tally of buffer and inverter instances is between 100 and 150. The timing report gives the biggest stage delay along the critical path as between 0.5 and 0.6 ns.

Among the stages of the critical path, the cell type that occurs most often is sky130_fd_sc_hd__buf_4. After synthesis, the design contains roughly 10k cells according to Yosys. The worst hold slack stands at 0.4169 ns. The post-cts hold buffer count stands at 0. The number of clock sinks seen by CTS stands at 4200. On the critical path the data arrives at ~75 ns.

After synthesis, the chip area reported by Yosys is around 180000 µm². The proportion of netlist area held by the largest area contributor stands at 66.72%. The DRC violation count after routing stands at 0. The maximum clock path buffer count stands at 4. The routed wire length stands at between 400000 and 500000 µm. For this run the aggregate overflow at the end of global routing stands at 0. In the global route stage, overall resource usage came out at between 20% and 30%. A synthesized cell averages ~18 µm². The maximum clock frequency stands at about 14 MHz.

The total die area stands at ~370000 µm². STA classifies the critical path endpoint as a flip-flop. Before antenna repair, the detailed router went through 6 iterations. The synthesis report names the predominant flop master as sky130_fd_sc_hd__edfxtp_1. The number of cells on the worst reg-to-reg path is 9. The launch point of the critical path was reported as dvsr_baudrate[9]. The number of vias after detailed routing stands at around 110k. The share of layout cells above drive strength 1 stands at about 38%. The final routed wire length divided by cell count stands at about 27 µm. The count of non-filler cells in the finished layout stands at 17.72k. The core box area stands at between 300000 and 400000 µm². The synthesis-stage register bit count stands at 4200. After synthesis, the share of flip-flops with an asynchronous set or reset is less than 1%. The kind of cell with the highest combined delay along the critical path is AND-OR/OR-AND gates. In this run the layout overhead on the synthesized area is reported as 20.89%. The violation tally from detailed-route iteration zero stands at between 6k and 7k.

The final HPWL from detailed placement stands at roughly 300000 µm. In this run the maximum-capacitance check reported violations numbering 0. The final timing report counts setup violations totalling 30. For reference, the clock transition at the flip-flops on the worst setup and hold paths is approximately 0.05 ns. The number of I/O pins stands at 38. In this run the worst hold path is classified as flip-flop to flip-flop.
through the flow:
step	util (%)	worst slack, ns	area (µm²)
3_3_place_gp	55.85	-9.516	204800
3_5_place_dp	55.85	-10.09	204800
4_1_cts	60.47	-6.146	221700
6_report	60.91	-7.305	223300
2_1_floorplan	-	-10.00	186500
5_1_grt	60.91	-10.56	223300
kinds of logic after synthesis:
group,after synthesis,share of synthesized area (%)
flops,4200,67.85
simple gates,2035,5.212
buf+inv,655,1.352
fa+ha+maj,332,2.249
mux,1459,17.16
compound gates,1290,4.670
xor+xnor,315,1.505
final cells by class:
type / instances / area share [%]
sequential: 4200 / 56.14
multi-input combinational: 5432 / 26.89
timing repair buffer: 2338 / 8.095
clock buffer: 525 / 4.909
tap: 4816 / 2.698
clock inverter: 246 / 0.9832
inverter: 160 / 0.2779
antenna: 7 / 0.007843
how the worst min path moves through the flow:
stage / slack, ns / cells after the start / endpoint
6_report: 0.42 / 0 / Receiver.rxshift_reg[8]
5_1_grt: 0.43 / 0 / Receiver.rxshift_reg[8]
4_1_cts: 0.42 / 0 / Receiver.rxshift_reg[8]
layer usage:
layer  wire [µm]  vias up  share of wire [%]  GRT usage [%]
met5         245        -              0.052         0.5812
met4       13340       12                2.8          6.323
met3       62710      752                 13          16.93
met2      224000     5154                 48          41.63
met1      170300    52810                 36          40.92
li1            -    46780                  -              -
timing repair:
action | in CTS | in global routing
buffers inserted | 362 | 89
cloned | 3 | 1
pin swaps | 242 | 229
setup endpoints to repair | 30 | 30
resized | 257 | 213
layout by cell type (no fill, tap or decap), types with 71 or more instances in the layout:
master,instances
sky130_fd_sc_hd__clkinv_1,92
sky130_fd_sc_hd__o21ai_0,168
sky130_fd_sc_hd__ha_1,265
sky130_fd_sc_hd__xor2_1,104
sky130_fd_sc_hd__clkinv_2,82
sky130_fd_sc_hd__a21oi_2,72
sky130_fd_sc_hd__inv_1,145
sky130_fd_sc_hd__nand4_1,71
sky130_fd_sc_hd__nor3_1,82
sky130_fd_sc_hd__buf_4,2241
sky130_fd_sc_hd__nand3_1,139
sky130_fd_sc_hd__nor2_1,855
sky130_fd_sc_hd__a21oi_1,236
sky130_fd_sc_hd__nand2_1,338
sky130_fd_sc_hd__edfxtp_1,4105
sky130_fd_sc_hd__nand2b_1,94
sky130_fd_sc_hd__mux4_2,1360
sky130_fd_sc_hd__xnor2_1,205
sky130_fd_sc_hd__a21o_1,149
sky130_fd_sc_hd__clkbuf_16,421
sky130_fd_sc_hd__clkbuf_1,99
